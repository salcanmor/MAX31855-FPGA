`flow/design.v`:
```
`timescale 1ns / 1ps
`default_nettype none
module Freq_Divider#(
  parameter sys_clk = 50000000,	 
				clk_out = 5000000		 
							)
  (Clk_in, Clk_out);
  input wire Clk_in;
  output reg Clk_out;
	 initial begin		 
	 Clk_out=1'b0;
  end
  parameter max = sys_clk / (2*clk_out);  
  localparam N=log2(max);	 
  reg [N-1:0]counter = 0;  
  always@(posedge Clk_in) begin
    if (counter == max-1)
      begin
        counter <= 0;
        Clk_out <= ~Clk_out;
      end
    else
      begin
        counter <= counter + 1'd1;
      end
  end
  function integer log2(input integer n);
    integer i;
    begin
      log2=1;
      for (i=0; 2**i < n; i=i+1)
        log2=i+1;
    end
  endfunction
endmodule
```
`flow/run.sh`:
```
#!/bin/bash
# OpenROAD 26Q1-2900-gdf79404cd8, Yosys 0.63+post, stock flow scripts
make -C /OpenROAD-flow-scripts/flow DESIGN_CONFIG=/design/flow/config.mk WORK_HOME=/design/flow/orfs finish
```
`flow/config.mk`:
```
export PLATFORM = sky130hd
export DESIGN_NAME = Freq_Divider
export DESIGN_NICKNAME = Freq_Divider
export VERILOG_FILES = /design/flow/design.v
export SDC_FILE = /design/flow/constraint.sdc
export NUM_CORES = 4
export LEC_CHECK = 1
export CORE_AREA = 10 10 70 70
export DIE_AREA = 0 0 80 80
```
`flow/constraint.sdc`:
```
current_design Freq_Divider

set clk_period 1.4
set clk_io_pct 0.2

create_clock -name clk0 -period $clk_period [get_ports {Clk_in}]

set non_clock_inputs [all_inputs -no_clocks]
set_input_delay [expr $clk_period * $clk_io_pct] -clock clk0 $non_clock_inputs
set_output_delay [expr $clk_period * $clk_io_pct] -clock clk0 [all_outputs]
```
==> CHANGELOG.md <==
## Flow update

* Clock buffer depth at 2
* RSZ-0062 raised after global routing: no
* IO Pins at 2
* Area Overhead vs Synth at 57.25%
* Post-Layout Cell Count at 65
* Clk latency of the worst-skew pair at 0.24 ns
* Rows at 21
* Slew @ Worst Pin at 0.1011 ns
* Crit path buffers/inverters at 1
* GP Congestion at 0.5987
* Port Buf Inserts at 1
* Tot GR Track Use at 1.044%
* Slew Viols, Final at 0
* Comb pwr share at 0%
* Core utilization at floorplan at 4.799%
* Crit-path leading delay family: buffers and inverters
* Final Hold Viols at 0
* Slew HR at 93.06%
* Die width at 80 um
* Fraction of registers with async set/reset at 0%
* Post-synth seq share at about 55%
* Beginning of the critical path: Clk_out
* Status: finished clean
* Number of global-route vias before repair at 117
* Cell area leaders: dfxtp_1 (37%), edfxtp_1 (18%), ha_1 (15%)
* Core ar. at 3416 sq um
* Number of synthesized flops with an enable pin at 1
* Final worst setup slack at 0.05487 ns
* Chip area at around 6400 sq um
* Vias at 99
* Switch Pwr at 0.04819 mW
* Largest net degree at the start of global routing at 4
* Dominant cell area share at 36.64%
* First-pass GRT wire length at 489 um
* Peak VDD IR at 0.5430 mV
* DP Worst Slack at 0.2983 ns
* Top comb family, area: simple AND/OR/NAND/NOR gates
* DP Cell Count at 61
* Leakage at 0.08769 nW
* Yosys reg bits at 4
* Initial antenna violation count at 0
* Total tool warning count at 26
* And-or/or-and share of the synthesized area at 0%
* # hold bufs at CTS at 0
* Via density at 1.523
* Synth Warn # at 1
* Worst hold stages at 1
* Clock Skew at ~0.011 ns
* Share of cells above drive strength 1 at 26.32%
* Fin crit period at 1.345 ns
* GR Overflow Total at 0
* R2R depth at 3
* Cycle use final at 96.08%
* PostCTS Resize Cnt at 0
* R2R Path Start: counter[0]
* Power Internal at between 0.2 and 0.25 mW
* Drt initial violations at 0
* Clk sink count at 4
* Cell total in the yosys stat output at 14
* Remaining DRCs at 0
* Crit path kind: flip-flop to output port
* Post-synth top cells: dfxtp_1 (3), inv_1 (3), ha_1 (2)
* Hold WC Path Type: flip-flop to flip-flop
* Clock transition at path regs at roughly 0.040 ns
* H-tree depth at 1
* Worst path max stage delay at approximately 0.49 ns
* FA/HA/MAJ Cells, Area Fraction at 15.27%
* First-pass detailed-route iteration total at 1
* Worst path slowest cell: clkdlybuf4s50_1
* Clock power share at between 50% and 60%
* Yosys xor share at 0%
* Leading area contributor after synthesis: dfxtp_1
* Maxcap violations at 0
* Switching share of power at 17.61%
* MUX area fraction at 6.107%
* Routed WL at between 200 and 300 um
* Post-DP HPWL at 199.7 um
* Worst hold start: counter[0]
* Clock root buffer: clkbuf_4
* Crit path launch type: flip-flop
* Setup tns final at 0 ns
* Worst setup EP type: output port
* Distinct lib cells at 9
* Mapped Cells at 14
* Largest fanout on the critical path at 2
* PwrDens at 1062 nW/um^2
* Yosys Chip Area at ~160 sq um
* Mapped cell area at 163.9 sq um
* Final setup vio count at 0
* Fmax at approximately 740 MHz
* Routed length per instance at ~3.9 um
* Crit path required time at ~1.1 ns
* CTS buffer count at 3
* R2R Setup Slk at 0.40 ns
* Number of fill cells at 409
* Ant. Diodes at 0
* Worst Hold End: counter[0]
* Top FF cell, synth: dfxtp_1
* Die Span Y at 80 um
* Worst path cell trace: clkdlybuf4s50_1
* Syn_area_per_cell at 11.71 sq um
* Crit path DAT at between 1 and 1.5 ns
* Reg power frac at 43.3%
* R2r endpoint: Clk_out
* Simple-gate portion of the synthesized area at 16.79%
* Post-DRT Antenna Nets at 0
* CTS tree: built
* Setup bufs post-CTS at 0
-- flip-flops by register name, summed over array words and instances, names as in the netlist --
signal / cells
Clk_out: 1
counter: 3
-- cell type report --
| type | instances | area [sq um] | area share, % |
|---|---|---|---|
| tap | 46 | 57.56 | 22.33 |
| inverter | 3 | 11.26 | 4.369 |
| multi-input combinational | 7 | 62.56 | 24.27 |
| sequential | 4 | 90.09 | 34.95 |
| timing repair buffer | 1 | 10.01 | 3.883 |
| clock buffer | 4 | 26.28 | 10.19 |
-- how the worst max path moves through the flow --
| stage | cells after the start | end | slack, ns |
|---|---|---|---|
| finish | 1 | Clk_out | 0.05 |
| global route | 1 | Clk_out | 0.002 |
| CTS | 1 | Clk_out | 0.04 |
-- routing by layer --
metal	track usage, %	share of wire [%]	up-vias
li1	-	-	51
met1	1.202	47	43
met2	1.284	39	5
met3	1.136	14	0
met4	0.1761	0	0
met5	0	0	-
-- metrics by stage --
| step | hold WS, ns | instance area [sq um] | utilization [%] | power (mW) |
|---|---|---|---|---|
| floorplan | 0.4173 | 163.9 | - | 0.1203 |
| global placement | 0.4255 | 231.5 | 6.777 | 0.1203 |
| detailed placement | 0.4363 | 231.5 | 6.777 | 0.1203 |
| CTS | 0.4412 | 257.7 | 7.546 | 0.2773 |
| global route | 0.4700 | 257.7 | 7.546 | 0.2914 |
| finish | 0.4393 | 257.7 | 7.546 | 0.2736 |
-- cells in the final DEF, fill, tap and decap left out --
cell,synthesis,layout
and2_4,1,1
clkbuf_1,0,1
clkbuf_4,0,3
clkdlybuf4s50_1,0,1
dfxtp_1,3,3
edfxtp_1,1,1
ha_1,2,2
inv_1,3,3
mux2i_1,1,1
nand2b_1,1,1
nor2_1,1,1
nor2b_2,1,1
-- cells by family after synthesis --
kind of cell / count (synthesis)
AND/OR/NAND/NOR: 4
multiplexers: 1
buffers and inverters: 3
flip-flops: 4
adder cells (fa/ha/maj): 2
-- power groups by stage --
stage	Sequential [mW]	Clock [mW]	Combinational (mW)
4_1_cts	0.119	0.159	0.0000000369
6_report	0.119	0.155	0.0000000369
5_1_grt	0.118	0.173	0.0000000369
Power figures rest on the tool's default switching activity, not on a simulated workload.
