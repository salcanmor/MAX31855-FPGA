===== /design/flow/constraint.sdc =====
current_design uart

set clk_period 4.9
set clk_io_pct 0.2

create_clock -name clk0 -period $clk_period [get_ports {clk}]

set non_clock_inputs [all_inputs -no_clocks]
set_input_delay [expr $clk_period * $clk_io_pct] -clock clk0 $non_clock_inputs
set_output_delay [expr $clk_period * $clk_io_pct] -clock clk0 [all_outputs]

===== /design/flow/run.sh =====
#!/bin/bash
# OpenROAD 26Q1-2900-gdf79404cd8, Yosys 0.63+post, stock flow scripts
make -C /OpenROAD-flow-scripts/flow DESIGN_CONFIG=/design/flow/config.mk WORK_HOME=/design/flow/orfs finish

===== /design/flow/design.v =====
`timescale 1ns / 1ps
module Baud_rate_gen
  #(
    M=326	 
  )
  (
    input wire clk,
    input wire reset,
    output wire tick
  );
  localparam N=log2(M);	 
  reg [N-1:0] r_reg;
  wire [N-1:0] r_next;
  always@(posedge clk or posedge reset)
    if(reset)
      r_reg <= 0;
    else
      r_reg<=r_next;
  assign r_next = (r_reg==(M-1)) ? 1'b0 : r_reg+1'b1;
  assign tick=(r_reg==(M-1))?1'b1:1'b0;
  function integer log2(input integer n);
    integer i;
    begin
      log2=1;
      for (i=0; 2**i < n; i=i+1)
        log2=i+1;
    end
  endfunction
endmodule
`timescale 1ns / 1ps
module uart
  #(
    parameter DBIT = 8,			 
				  SB_TICK = 16,	 
              DVSR = 326		 
  )
  ( 
    input wire clk,
    input wire reset,
    input wire tx_start,
    input wire [7:0] w_data,
    output wire data_out,
    output wire tx_done_tick,
    output wire tx_ready
  );
  Baud_rate_gen baud_gen_unit (
    .clk(clk), 
    .reset(reset), 
    .tick(tick)
  );
  uart_tx uart_tx_unit (
    .clk(clk), 
    .reset(reset), 
    .data_in(w_data), 
    .s_tick(tick), 
    .tx_start(tx_start), 
    .tx_done_tick(tx_done_tick), 
    .data_out(data_out),
    .tx_ready(tx_ready)
  );
endmodule
`timescale 1ns / 1ps
module uart_tx
  #(
    parameter DBIT = 8,				 
    SB_TICK = 16			 
  )
  ( 
    input wire clk,
    input wire reset,
    input wire [7:0] data_in,
    input wire s_tick,
    input wire tx_start,
    output reg tx_done_tick,
    output wire  data_out,
    output reg tx_ready
  );
  localparam [1:0]
		idle  = 2'b00,
		start = 2'b01,
		data  = 2'b10,
		stop  = 2'b11;
  reg [1:0] state_reg, state_next;
  reg [3:0] cnt_15_reg, cnt_15_next;
  reg [2:0] cnt_8_reg, cnt_8_next;
  reg [7:0] shift_out_reg, shift_out_next;
  reg tx_reg, tx_next;
  always@(posedge clk, posedge reset)
    if (reset)
      begin
        state_reg <= idle;
        cnt_15_reg <= 0;
        cnt_8_reg <= 0;
        shift_out_reg <= 0;
        tx_reg <= 0;
      end
  else
    begin
      state_reg <= state_next;
      cnt_15_reg <= cnt_15_next;
      cnt_8_reg <= cnt_8_next;
      shift_out_reg <= shift_out_next;
      tx_reg <= tx_next;
    end
  always@*
    begin
      state_next = state_reg ;
      cnt_15_next = cnt_15_reg;
      cnt_8_next = cnt_8_reg;
      shift_out_next = shift_out_reg;
		tx_next = tx_reg;
		tx_done_tick = 1'b0;
      case (state_reg)
        idle:
			 begin
			    tx_ready<=1'b1;
				 tx_next = 1'b1;
				 if(tx_start)
					begin
					  state_next = start;
					  cnt_15_next = 0;
					  shift_out_next = data_in;
					end
			 end
        start:
			 begin
			 	tx_ready<=1'b0;
				 tx_next = 1'b0;
				 if (s_tick)
					if(cnt_15_reg==15)
					  begin
						 state_next=data;
						 cnt_15_next=0;
						 cnt_8_next=0;
					  end
			  else
				 cnt_15_next = cnt_15_reg+1'b1;
			 end
        data:
			 begin
				 tx_next = shift_out_reg[0];
				 if(s_tick)
					if(cnt_15_reg==15)
					  begin
						 cnt_15_next=0;
						 shift_out_next = shift_out_reg >> 1;
						 if(cnt_8_reg==(DBIT-1))
							state_next=stop;
						 else
							cnt_8_next=cnt_8_reg+1'b1;
					  end
			  else
				 cnt_15_next=cnt_15_reg+1'b1;
			 end
        stop:
			 begin
				 tx_next = 1'b1;
				 if(s_tick)
					if(cnt_15_reg==(SB_TICK-1))
					  begin
						 state_next=idle;
						 tx_done_tick=1'b1;
					  end
			  else
				 cnt_15_next = cnt_15_reg+1'b1;
			 end
      endcase
    end
    assign data_out = tx_reg;
endmodule

===== /design/flow/config.mk =====
export PLATFORM = sky130hd
export DESIGN_NAME = uart
export DESIGN_NICKNAME = uart
export VERILOG_FILES = /design/flow/design.v
export SDC_FILE = /design/flow/constraint.sdc
export NUM_CORES = 4
export LEC_CHECK = 1
export CORE_UTILIZATION = 40

==> CHANGELOG.md <==
### Changed

* Status: complete, no violations
* R2r worst-path depth at 4
* Tightest Hold Check Type: reg -> reg
* Post-layout minimum cycle time at 3.369 ns
* Synth Flop Type: sky130_fd_sc_hd__dfrtp_1
* Largest fanout on the critical path at 6
* Sw Ratio at 0.1931
* Worst hold stages at 1
* Clock transition time at the flip-flop clock pins of the worst setup and hold paths at 0.06 ns
* Number of buffers inserted by port buffering at 13
* All-Layer GR Usage at 0.1474
* Count of antenna diodes in the layout at 0
* Detail-routed via count per cell at 5.259
* Combinational group share of total power at 0.035
* Quantity of gates resized following cts at 0
* Final-report hold violation count at 0
* Worst-case hold path end point: uart_tx_unit.shift_out_reg[3]
* CTS Root Cell: sky130_fd_sc_hd__clkbuf_8
* Post-CTS Setup Inserts at 0
* Clock latency (worst-skew pair) at 0.27 ns
* Signed area change from the synthesized netlist to the final layout at 18.10%
* Max stage delay on crit path at 0.60 ns
* Max reg flops at 9
* Detailed Route WL at 2539 um
* Share of power burned in the clock network at 0.428
* Leakage at 0.7917 nW
* Data arrival time of the critical path at 2.39 ns
* Worst setup startpoint: baud_gen_unit.r_reg[3]
* Starting DRT DRC Count at 62
* Cell with the biggest individual delay on the critical path: sky130_fd_sc_hd__or4b_4
* Highest attainable clock frequency at 296.8 MHz
* Sum of overflow across all layers after global routing at 0
* Hold_sp: uart_tx_unit.shift_out_reg[3]
* Kind of cell with the highest combined delay on the critical path: simple AND/OR/NAND/NOR gates
* End of the worst register-to-register path: uart_tx_unit.cnt_15_reg[2]
* Mean instance size in the synthesized netlist at 11.18 um^2
* Least-Margin Pin Slew at 0.7384 ns
* Cell breakdown of the critical path: or4b_4, or3_1, nor2_1, clkdlybuf4s50_1
* Maximum level of the CTS H-tree at 2
* Maximum number of pins on one net before global-route repair at 30
* Period utilization at 0.6876
* Inserted Clock Buffers at 5
* Pwr dens at 254.3 mW/mm^2
* Required time at the endpoint of the critical path at 3.92 ns
* Leading cell type in the layout, fill and taps excluded: sky130_fd_sc_hd__dfrtp_1
* Total chip power at 446.4 uW
* Combined area of all synthesized cells at 0.001486 mm^2
* Aggregate negative setup slack at 0 ns
* Core Footprint at 0.003442 mm^2
* Number of fillers in the final layout at 301
* Via count of the first global-routing pass at 1,005
* Element type at the critical path start: register
* Async SR Flop Fraction at 0.9667
* Detailed Place HPWL at 1824 um
* Pins over their slew limit at 0
* Synthesis area per yosys at 0.001486 mm^2
* Critical path endpoint category: output port
* Area of the die at 0.003964 mm^2
* Post-detailed-route wirelength per cell at 12.89 um
* Fraction of final layout cells with drive strength greater than 1 at 0.1788
* # hold bufs at CTS at 0
* Worst-case vdd ir drop at 142.9 uV
* Net Sw Power at 86.20 uW
* Cell count in the Yosys report at 133
* Placer Congestion at 0.8066
* Number of antenna violations at the first check in global routing at 0
* Remaining DRCs at 0
* Die H at 62.96 um
* Most common logic cells in the final layout: 28 x sky130_fd_sc_hd__dfrtp_1, 14 x sky130_fd_sc_hd__mux2_2, 13 x sky130_fd_sc_hd__clkdlybuf4s50_1
* Reg2Reg Setup Slack at 2.93 ns
* Initial Util at 0.4318
* Number of different library cells in the post-synthesis netlist at 43
* YS warnings at 3
* Via count at 1,036
* Total of endpoints with negative setup slack in the final report at 0
* Register pins left without a clock at 1
* Ports placed on the boundary at 14
* Tightest slew margin relative to the limit at 0.5008
* Critical path class: reg -> out
* EDFF count, synth at 0
* Setup repair after global routing missed its margin: no
* Site Rows at 21
* Endpoints left unconstrained at 2
* CTS max path bufs at 2
* Cell Int Power at 360.2 uW
* Number of OpenROAD warnings at 26
* Number of detailed-route iterations in the first pass at 4
* Wire length of the first global-routing pass at 4505 um
* Worst r2r src: baud_gen_unit.r_reg[3]
* ANT nets after route at 0
* DIE WIDTH at 62.96 um
* Largest clock skew in the final design at 0.001388 ns
* Clock tree from TritonCTS: yes
* Synthesized flop and latch total at 30
* Cell count after synthesis at 133
* Number of max-cap violations at 0
* Relative contribution of sequential cells to total power at 0.537
* Worst path buffer plus inverter count at 1
per-layer routing:
layer | global-route usage | share of wire | wire length, um | up-vias
li1 | - | - | - | 520
met1 | 0.2486 | 0.51 | 1298 | 490
met2 | 0.1976 | 0.42 | 1068 | 21
met3 | 0.03333 | 0.050 | 126 | 5
met4 | 0.03198 | 0.018 | 46 | 0
met5 | 0 | 0 | 0 | -
worst reg2reg max path: stages (launching register included):
cell and delay, ns:
sky130_fd_sc_hd__dfrtp_1 0.42, sky130_fd_sc_hd__nor4b_1 0.69, sky130_fd_sc_hd__and2_0 0.41, sky130_fd_sc_hd__nand2_1 0.10
sky130_fd_sc_hd__o41ai_1 0.24
cell usage after synthesis (all sizes together) (2+ instances only):
library cell  number  share of area
mux2              14           0.11
o31ai              2          0.010
ha                 5          0.042
mux2i              2          0.013
o2bb2ai            3          0.018
a22oi              2          0.010
a31oi              3          0.013
xor2               3          0.018
a211o              2          0.012
dfrtp             28           0.47
inv                6          0.015
buf                2         0.0059
nor2              12          0.030
xnor2              3          0.018
o21ai              5          0.019
nand3              4          0.013
nor3               4          0.021
nand2             11          0.028
area by class of cell:
type                       instances  area [um^2]  share of cell area
multi-input combinational         94        709.4              0.4041
inverter                           6        22.52             0.01283
sequential                        30        742.0              0.4227
timing repair buffer              14        137.6             0.07840
tap                               46        57.56             0.03279
clock buffer                       7        86.33             0.04918
how the worst max path moves through the flow:
stage,end,cells after the start
6_report,tx_done_tick,4
5_1_grt,tx_done_tick,4
4_1_cts,tx_done_tick,4
power by group through the flow:
stage | Combinational, mW | Clock [mW] | Sequential (mW)
finish | 0.0156 | 0.191 | 0.240
CTS | 0.0163 | 0.199 | 0.240
global route | 0.0178 | 0.208 | 0.239
kinds of logic after synthesis:
logic type,Yosys count,share of synthesized area
AOI/OAI and AO/OA,25,0.1271
adders and majority gates,5,0.04209
buffers and inverters,9,0.02356
muxes,16,0.1195
and+or+nand+nor,42,0.1532
DFF,29,0.4891
xor gates and xnor gates,6,0.03536
latches,1,0.01010
metrics by stage:
stage,instances,cell area (um^2),hold WS [ns],setup WS (ns),util
floorplan,133,1486,0.4531,2.365,-
global placement,190,1669,0.4746,1.835,0.4849
detailed placement,190,1669,0.4875,1.827,0.4849
CTS,197,1755,0.5010,1.519,0.5100
global route,197,1755,0.5091,1.463,0.5100
finish,197,1755,0.5001,1.531,0.5100
No activity file was given, so power comes from the tool's default toggle rates.
